[run.sh]
#!/bin/bash
# OpenROAD 26Q1-2900-gdf79404cd8, Yosys 0.63+post, stock flow scripts
make -C /OpenROAD-flow-scripts/flow DESIGN_CONFIG=/design/flow/config.mk WORK_HOME=/design/flow/orfs finish
[config.mk]
export PLATFORM = sky130hd
export DESIGN_NAME = controller
export DESIGN_NICKNAME = controller
export VERILOG_FILES = /design/flow/design.v
export SDC_FILE = /design/flow/constraint.sdc
export NUM_CORES = 4
export LEC_CHECK = 1
export CORE_AREA = 10 10 70 70
export DIE_AREA = 0 0 80 80
[constraint.sdc]
current_design controller

set clk_period 3.0
set clk_io_pct 0.2

create_clock -name clk0 -period $clk_period [get_ports {clk}]

set non_clock_inputs [all_inputs -no_clocks]
set_input_delay [expr $clk_period * $clk_io_pct] -clock clk0 $non_clock_inputs
set_output_delay [expr $clk_period * $clk_io_pct] -clock clk0 [all_outputs]
[design.v]
module ALUDecoder(input logic [1:0] ALUop,
                input logic [2:0] funct3,
                input logic funct7b5,
                input logic       op,
                output logic [2:0] ALUControl);
always_comb begin
case (ALUop)
    2'b00: ALUControl = 3'b000;
    2'b01: ALUControl = 3'b001;
    2'b10: 
        case(funct3)
            3'b000: if (op==0) ALUControl = 3'b000;
                else if (funct7b5==0) ALUControl = 3'b000;
                else ALUControl = 3'b001;
            3'b010: ALUControl = 3'b101;
            3'b110: ALUControl = 3'b011;
            3'b111: ALUControl = 3'b010;
        default: ALUControl = 3'b000;
        endcase
default: ALUControl = 3'b000;
endcase
end
endmodule
module InstrDecoder(input logic [6:0] op,
                    output logic [1:0] ImmSrc);
always_comb begin
case (op)
    7'b0110011: ImmSrc = 2'b00;
    7'b0010011: ImmSrc = 2'b00;
    7'b0000011: ImmSrc = 2'b00;
    7'b0100011: ImmSrc = 2'b01;
    7'b1100011: ImmSrc = 2'b10;
    7'b1101111: ImmSrc = 2'b11;
    default: ImmSrc = 2'b00;
endcase
end
endmodule
module controller(input logic clk,
 input logic reset,
 input logic [6:0] op,
 input logic [2:0] funct3,
 input logic funct7b5,
 input logic Zero,
 output logic [1:0] ImmSrc,
 output logic [1:0] ALUSrcA, ALUSrcB,
 output logic [1:0] ResultSrc,
 output logic AdrSrc,
 output logic [2:0] ALUControl,
 output logic IRWrite, PCWrite,
 output logic RegWrite, MemWrite);
 logic PCUpdate, branch;
 logic [1:0] ALUop;
  fsm f1(clk, reset, op, ALUSrcA, ALUSrcB, ResultSrc, ALUop, AdrSrc, IRWrite, PCUpdate, branch, RegWrite, MemWrite);
  ALUDecoder a1(ALUop, funct3, funct7b5, op[5], ALUControl);
  InstrDecoder f3(op, ImmSrc);
  logic a0;
  and f4(a0, branch, Zero);
  or f5(PCWrite, a0, PCUpdate);
endmodule
module fsm(input logic clk,
 input logic reset,
 input logic [6:0] op,
 output logic [1:0] ALUSrcA, ALUSrcB,
 output logic [1:0] ResultSrc,
 output logic [1:0] ALUop,
 output logic AdrSrc,
 output logic IRWrite,
 output logic PCUpdate, branch,
 output logic RegWrite, MemWrite);
 typedef enum logic [4:0] {s0, s1, s2, s3, s4, s5, s6, s7, s8, s9, s10, s11} statetype;
 statetype state, nextstate;
 always_ff @(posedge clk or posedge reset)
 if (reset) state <= s0;
 else state <= nextstate;
always_comb begin
  nextstate = state;
  case (state)
    s0: nextstate = s1;
    s1: case (op)
          7'b0000011: nextstate = s2;
          7'b0100011: nextstate = s2;
          7'b0110011: nextstate = s6;
          7'b0010011: nextstate = s8;
          7'b1101111: nextstate = s9;
          7'b1100011: nextstate = s10;
			 7'b1100111: nextstate = s11;  
          default:    nextstate = s0;
        endcase
    s2: case (op)
          7'b0000011: nextstate = s3;
          7'b0100011: nextstate = s5;
          default:    nextstate = s0;
        endcase
    s3: nextstate = s4;
    s4: nextstate = s0;
    s5: nextstate = s0;
    s6: nextstate = s7;
    s7: nextstate = s0;
    s8: nextstate = s7;
    s9: nextstate = s7;
    s10: nextstate = s0;
	 s11: nextstate = s8;  
    default: nextstate = s0;
  endcase
end
always_comb begin
  AdrSrc = 0;
  IRWrite = 0;
  ALUSrcA = 2'b00;
  ALUSrcB = 2'b00;
  ALUop = 2'b00;
  ResultSrc = 2'b00;
  PCUpdate = 0;
  branch = 0;
  RegWrite = 0;
  MemWrite = 0;
  case(state)
    s0: begin
      AdrSrc = 1'b0;
      IRWrite = 1'b1;
      ALUSrcA = 2'b00;
      ALUSrcB = 2'b10;
      ALUop = 2'b00;
      ResultSrc = 2'b10;
      PCUpdate = 1'b1;
    end
    s1: begin
      ALUSrcA = 2'b01;
      ALUSrcB = 2'b01;
      ALUop = 2'b00;
    end
    s2: begin
      ALUSrcA = 2'b10;
      ALUSrcB = 2'b01;
      ALUop = 2'b00;
    end
    s3: begin
      AdrSrc = 1'b1;
    end
    s4: begin
      ResultSrc = 2'b01;
      RegWrite = 1'b1;
    end
    s5: begin
      AdrSrc = 1'b1;
      MemWrite = 1'b1;
    end
    s6: begin
      ALUSrcA = 2'b10;
      ALUSrcB = 2'b00;
      ALUop = 2'b10;
    end
    s7: begin
      ResultSrc = 2'b00;
      RegWrite = 1'b1;
    end
    s8: begin
      ALUSrcA = 2'b10;
      ALUSrcB = 2'b01;
      ALUop = 2'b10;
    end
    s9: begin
      ALUSrcA = 2'b01;
      ALUSrcB = 2'b10;
      PCUpdate = 1'b1;
    end
    s10: begin
      ALUSrcA = 2'b10;
      ALUSrcB = 2'b00;
      ALUop = 2'b01;
      branch = 1'b1;
		end
	s11: begin   
      ALUSrcA = 2'b01;
      ALUSrcB = 2'b10;
      PCUpdate = 1'b1;
    end
  endcase
end
endmodule
==> results.txt <==
Implementation status.

- The flow ran to the end, and the final reports show no timing, DRC or antenna violations.
- For this design the ratio of total power to cell area is 403 mW/mm^2.
- Across the VDD grid, the largest voltage drop is 0.100 mV.
- The detail-routed via count per cell is 4.17.
- The number of flip-flops under the largest register name is 4.
- Before placement the cells fill 17.4% of the core.
- The most common logic cell in the final layout is clkdlybuf4s50_1.
- TritonRoute reported its final design rule violation total as 0.
- In this run, the clock network consumes 17.1% of the power.
- The total length of routed met3 wires is 174 microns.
- Looking at the power breakdown, sequential logic takes 19.5% of the total.
- For this run, the script counts the antenna cells in the layout as 0.
- The floorplan die area is 0.00640 sq mm.
- In the layout the commonest cells are clkdlybuf4s50_1, inv_1, nor2_1, nand2_1, ha_1.
- Per the post-CTS timing run, clock transition at the registers of the reported paths is 40 ps.
- The clock skew is 2.02 ps.
- The registers reported with the highest flop counts are f1.state x4.
- The launch instance of the worst register-to-register path is f1.state[0].
- The post-synthesis cell type count is 32.
- The via count of the first global-routing pass was 663.
- The final total negative setup slack is 0 ps.
- The deepest level of the CTS H-tree is 1.
- The count of standard-cell rows is 21.
- The register bit total from synthesis is 4.
- Based on the critical path, the design can be clocked at up to 0.347 GHz.
- In the per-layer breakdown of the detailed-route log, met1 shows 799 microns.
- The mapped netlist covers 596 sq um.
- Data on the critical path arrives at its endpoint at 2280 ps.
- The tool warning count for the run is 29.
- Counting flops per register, the top entry is f1.state.
- The required time at the worst endpoint is listed as 2400 ps.
- The clock tree buffer depth is 2.
- TritonCTS built the clock tree.
- By area the synthesized netlist is led by dfrtp_1, ha_1, mux2i_1.
- Setup repair after global routing left no endpoint under its margin.
- The overall global routing resource usage is 5.17%.
- The maximum net fanout on the critical path is 2.
- The leftover overflow at the end of global routing is 0.
- The cts-stage hold buffer count is 0.
- Max-cap violations in this run came to 0.
- The total core area is 0.00342 sq mm.
- Looking at the max-slew report, the worst-margin pin has a slew of 351 ps.
- The sort of element at the end of the critical path is an output pin.
- The part of the total power dissipated in combinational logic is 63.4%.
- The worst setup path is launched from a primary input.
- The synthesized area per cell is 7.44 sq um.
- The number of CTS-inserted buffers is 3.
- The horizontal die size is 80 microns.
- The clock latency of the later-clocked register in the worst-skew pair is 240 ps.
- In the finished design, the share of the clock period the worst path needs comes to 96.0%.
- Of the cells placed in the final design, the portion with a size suffix greater than 1 is 10.0%.
- The final weighted congestion recorded by global placement is 0.835.
- Detailed placement reports a standard cell area of 937 sq um.
- The number of violations reported at the end of detailed-routing iteration 0 is 27.
- The clock tree root buffer cell is clkbuf_4.
- The net load switching power is 0.125 mW.
- Counting cells, the worst reg-to-reg path comes to 6.
- The finished cells cover 961 sq um.
- The relative slew slack is 76.5%.
- Timing analysis after detailed placement gives a worst setup slack of 112 ps.
- The final-report setup violation count is 0.
- Across all hold checks on the routed design, the worst slack comes to 541 ps.
- The number of endpoints with negative hold slack in the final report is 0.
- The min-delay analysis places its worst path in the category in -> async.
- According to the Yosys statistics, the synthesized design has a chip area of 596 sq um.
- Entering global routing, the biggest net connects 11 pins.
- The internal power component is 0.262 mW.
- The script extracted a total leakage power of 0.382 nW.
- The proportion of netlist area held by the largest area contributor is 16.8%.
- Per the final report, max-transition violations number 0.
- The first-pass GRT wire length is 2890 microns.
- The detail route stage leaves a number of antenna-violating nets equal to 0.
- The number of standard cells reported by yosys is 80.
- The die extent in y is 80 microns.
- The count of boundary I/O pins is 30.
- Input and output buffers added on the ports amount to 29.
- The number of antenna violations at the first check in global routing was 0.
- The routed design could run at a clock period as short as 2880 ps.
- The number of sinks on the clock net is 4.
- The growth of design area from synthesis to finish is 61.3%.
- The final cell utilization of the core is 28.1%.
- Summed over all nets, the half-perimeter wirelength after detailed placement is 1460 microns.
- The worst path meets setup with 119 ps of slack.
- The number of warnings printed during yosys synthesis is 3.
- The via total after detailed routing is 650.
- The first element of the critical path is op[2].
- The average routed wire per standard cell is 11.0 microns.
- Post-CTS timing repair inserted 0 buffers for setup.
- The critical path class is in -> out.
- Per the detail_route log, the uppermost layer with routed signals is met4.
- The first-pass iteration count of the detailed router is 4.
- The switching power share of the total is 32.3%.
- For this block, the routed nets add up to 1710 microns of wire.
- The total length of routed met2 wires is 686 microns.
- Sequential cells were found to cover 16.8% of the synthesized design area.
- Synthesis produced 80 cells.
- Per the layout report, the design carries 374 filler cells.
- The largest area contributor in the netlist is dfrtp_1.
## layout make-up
type	instances	area (sq um)	area share [%]
Clock buffer	3	22.5	2.34
Timing Repair Buffer	32	313	32.6
Tap cell	46	57.6	5.99
Multi-Input combinational cell	63	437	45.4
Sequential cell	4	101	10.5
Inverter	8	30.0	3.12
## synthesized netlist by cell type
cell type	n
nor3b_1	1
ha_1	6
nor2b_4	1
xor2_1	1
clkbuf_1	1
nand3_1	3
a21oi_1	5
a21o_1	1
a31o_2	1
or2_1	1
o221ai_1	1
dfrtp_1	4
nand4_1	2
inv_1	8
nor2_1	7
nor4_1	1
mux2i_1	3
and3_1	1
o21ai_0	3
buf_2	2
nor2b_1	2
and4bb_4	1
nand4b_1	1
a31oi_1	2
nor3_1	3
a22o_1	2
nand2b_1	2
a2111oi_2	1
or3_1	1
and2_1	4
buf_4	2
nand2_1	6
## worst paths after layout
| path | to | slack (ps) |
|---|---|---|
| max in group asynchronous | f1.state[3] | 2310 |
| worst min register to register | f1.state[3] | 760 |
| worst min-delay path | f1.state[0] | 540 |
| worst max-delay path | ImmSrc[0] | 120 |
| worst max register to register | f1.state[1] | 1350 |
| min in group clk0 | f1.state[3] | 760 |
## routing by layer
layer	vias up	global-route usage (%)
met1	281	6.89
met2	24	7.78
met5	-	0
li1	340	-
met3	5	1.70
met4	0	1.41
## what timing repair did
| item | CTS | global route |
|---|---|---|
| gates resized | 0 | 1 |
| hold endpoints to repair | 0 | 0 |
| setup endpoints to repair | 0 | 1 |
## worst max-delay path: stages
cell,delay (ps)
clkdlybuf4s50_1,410
or3_1,380
a2111oi_2,360
clkdlybuf4s50_1,530
## stage by stage
stage / total power, mW / cells
2_1_floorplan: 0.195 / 80
3_3_place_gp: 0.323 / 153
3_5_place_dp: 0.327 / 153
4_1_cts: 0.395 / 156
5_1_grt: 0.423 / 156
6_report: 0.388 / 156
## kinds of logic (layout without fill, tap and decap cells)
group                    after synthesis  after routing  synth area share (%)
AND-OR/OR-AND                         16             16                  18.5
buffers and inverters                 13             43                  9.87
multiplexers                           3              3                  5.04
flip-flops                             4              4                  16.8
XOR/XNOR                               1              1                  1.47
adder cells (fa/ha/maj)                6              6                  12.6
AND/OR/NAND/NOR                       37             37                  35.7
## power groups by stage
stage     Clock, mW  Combinational (mW)  Sequential [mW]
6_report     0.0663               0.246           0.0757
5_1_grt      0.0693               0.276           0.0778
4_1_cts      0.0687               0.251           0.0757
No activity file was given, so power comes from the tool's default toggle rates.
