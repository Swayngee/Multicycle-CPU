[/design/flow/run.sh]
#!/bin/bash
# OpenROAD 26Q1-2900-gdf79404cd8, Yosys 0.63+post, stock flow scripts
make -C /OpenROAD-flow-scripts/flow DESIGN_CONFIG=/design/flow/config.mk WORK_HOME=/design/flow/orfs finish
[/design/flow/config.mk]
export PLATFORM = sky130hd
export DESIGN_NAME = RegFile
export DESIGN_NICKNAME = RegFile
export VERILOG_FILES = /design/flow/design.v
export SDC_FILE = /design/flow/constraint.sdc
export NUM_CORES = 4
export LEC_CHECK = 1
export CORE_UTILIZATION = 40
[/design/flow/constraint.sdc]
current_design RegFile

set clk_period 5.9
set clk_io_pct 0.2

create_clock -name clk0 -period $clk_period [get_ports {clk}]

set non_clock_inputs [all_inputs -no_clocks]
set_input_delay [expr $clk_period * $clk_io_pct] -clock clk0 $non_clock_inputs
set_output_delay [expr $clk_period * $clk_io_pct] -clock clk0 [all_outputs]
[/design/flow/design.v]
module RegFile(input  logic clk,
               input  logic WE3,
               input  logic [4:0] A1, A2, A3,
               input  logic [31:0] WD3,
               output logic [31:0] RD1, RD2);
  logic [31:0] rf[31:0];
  always_ff @(posedge clk)
    if (WE3) rf[A3] <= WD3;
  assign RD1 =(A1 != 0) ? rf[A1] : 0;
  assign RD2 = (A2 != 0) ? rf[A2] : 0;
endmodule
==> summary.txt <==
Figures from the flow reports.

Worst setup path:
- The critical path endpoint has a required time of 4.72 ns.
- The worst setup path is captured at an output port.
- The worst setup path is launched from an input pin.
- The run gives the data arrival at the endpoint of the critical path as 4.70 ns.
- The worst setup path is of the in -> out kind.
- Per the timing report, the biggest fanout along the worst path comes to 18.

Cells and area:
- In the final layout, the registers with the most flip-flops are rf x1024.
- More flip-flops sit in one register than any other, and that register is rf.
- The run gives the synthesis-to-finish area growth as 15.9%.
- The run puts the share of cells above drive strength 1 at 31.0%.
- The run puts the fill cell total of the finished layout at 9407.
- The count of cells in the finished layout, fillers not included, comes to 4228.
- The run puts the post-route standard cell area excluding fillers at 0.0544 mm2.
- The register with the most flip-flops in the layout has 1024 of them.

CTS:
- The run gives the cell at the root of the clock tree as clkbuf_16.
- The run puts the clock input transition at the sequential cells of the worst setup and hold paths at 0.06 ns.
- CTS reports a maximum clock tree buffer depth of 3.
- The run puts the post-cts hold-fix buffer tally at 0.
- Per the repair_timing log after CTS, setup buffers inserted total 0.
- The run puts the number of clock sinks at 1024.
- TritonCTS built the clock tree.
- The run puts the total CTS buffers at 106.
- The run puts the H-tree level count at 3.

Pwr:
- The power report puts the net switching power at 3.72 mW.
- The run gives the portion of total power attributed to the clock network as 40.0%.
- The run gives the power share of the combinational group as 9.7%.
- The run puts the register share of total power at 50.4%.
- The leakage power in the latest report is 17.5 nW.
- The run puts the total power divided by cell area at 297 mW/mm2.
- The highest supply drop recorded on VDD is 0.232 mV.
- The run puts the fraction of power spent switching nets at 23.0%.
- The run gives the internal power of the cells as 12.4 mW.
- The run puts the total power at 16.1 mW.

Final timing:
- The run puts the transition at the pin with the smallest max-transition slack at 1.16 ns.
- The run gives the maximum clock frequency as 170 MHz.
- Setup repair after global routing left no endpoint under its margin.
- The run puts the worst hold slack at 1.32 ns.
- The run puts the worst-case headroom to the max-slew limit at 20.6%.
- The run puts the ratio of final minimum period to clock period at 99.7%.
- The run puts the final tally of max-slew violations at 0.
- The run puts the clock period minus final worst setup slack at 5.88 ns.
- The run gives the final count of negative-setup-slack endpoints as 0.
- Per the final timing report, the hold violations number 0.
- The final timing report gives a worst setup slack of 0.0169 ns.

Routing:
- The run gives the routed length per placed instance as 35.8 um.
- The run puts the final wirelength at 151000 um.
- The run puts the initial DRC count at 1733.
- The run gives the number of remaining DRC errors as 0.
- The iteration count recorded for the first detailed-route pass is 5.
- For this block, the via count after detailed routing is 27.2k.
- The run gives the post-detailed-route via-to-cell ratio as 6.43.
- The run gives the count of antenna-violating nets left after detailed routing as 0.

Synth:
- The run gives the netlist area before placement as 0.0470 mm2.
- The run gives the number of standard cells after synthesis as 2400.
- The run gives the synthesis warning total as 1.
- The run gives the yosys stat chip area as 0.0470 mm2.
- edfxtp_1 is the most common cell in the netlist.
- After synthesis, the largest area contributor takes up 65.5% of total cell area.
- The run puts the post-synthesis average cell area at 19.6 um2.
- The run puts the cell count in the Yosys report at 2400.
- Looking at the cell usage after synthesis, the top flip-flop cell is edfxtp_1.
- Yosys mapped a number of flops with a built-in enable equal to 1024.
- For reference, the top cells by count after synthesis are edfxtp_1, mux4_2, mux2i_1, clkbuf_1, nand2_1.
- The post-synth register bit count is 1024.
- The run puts the count of different cell masters after synthesis at 40.
- Yosys attributes the largest share of cell area to edfxtp_1, mux4_2, mux2i_1.
- The run gives the leading area contributor after synthesis as edfxtp_1.
- The run gives the register share after synthesis as 65.5%.
- The run puts the share of synthesized registers carrying an async set or reset at 0%.

GRT:
- The run puts the initial antenna violation count at 8.
- The run gives the global-route wire length before repair as 215000 um.
- Recorded from the global router log, the overflow total was 0.
- The run gives the total routing usage reported by global routing as 28.5%.
- The run gives the number of global-route vias before repair as 30.5k.
- The run gives the maximum number of pins on one net before global-route repair as 70.

Floorplan:
- The run gives the die extent in x as 345 um.
- According to the floorplan report, the total die area is 0.119 mm2.
- For this design the top-level I/O count stands at 113.
- The run gives the vertical extent of the die as 345 um.
- At the floorplan stage, the core utilization is reported as 40.4%.
- The run gives the core box area as 0.116 mm2.
- The run gives the number of placement rows as 125.

Place:
- Once placement finished, the instance area stood at 0.0511 mm2.
- The run puts the number of port buffers at 112.
- Detailed placement finished with a half-perimeter wire length of 94000 um.
- The run gives the setup slack after placement as 0.139 ns.
- The run puts the placer congestion estimate at 0.905.
- Once placement completed, the tool counted placed cells totaling 4030.

Job:
- The run gives the number of OpenROAD warnings as 26.
- The run puts the number of maximum-capacitance constraint violations at 0.

Outcome:
- The flow ran to the end, and the final reports show no timing, DRC or antenna violations.

Hold path:
- The path class of the tightest hold or removal check is in -> reg.
==> layout by cell type (no fill, tap or decap), drive strengths merged, types with 46 or more instances in the layout <==
master,instances
mux2i,183
clkbuf,128
a21oi,46
o22ai,55
a211oi,47
mux4,425
nand2,65
clkdlybuf4s50,105
clkinv,55
buf,201
edfxtp,1024
a22o,62
==> cells by family (layout without fill, tap and decap cells) <==
family | after synthesis | in the layout | share of synthesized area, %
flops | 1024 | 1024 | 65.5
buf+inv | 226 | 529 | 2.31
simple gates | 187 | 187 | 1.94
compound gates | 331 | 331 | 5.41
other cells | 0 | 1 | 0
mux | 632 | 632 | 24.9
==> worst max-delay path: stages <==
cell,delay (ns)
clkdlybuf4s50_1,0.69
buf_4,0.20
and2_4,0.33
buf_4,0.43
a22o_1,0.21
a2111oi_0,0.07
nor3_1,0.83
buf_4,0.28
clkdlybuf4s50_1,0.47
==> path summary, 6_finish.rpt <==
path / start / end / cells past startpoint
setup / recovery: A2[3] / RD2[28] / 9
hold / removal: WD3[29] / rf[6][29] / 2
==> metal layers <==
metal,vias up,wire (um),part of all wire (%),track usage [%]
met4,33,5540,3.7,7.80
met2,2286,69700,46,41.1
met5,-,975,0.64,5.97
met1,13700,44000,29,29.9
met3,353,31000,21,25.7
li1,10900,-,-,-
==> metrics by stage <==
step	utilization, %	setup TNS (ns)
6_report	46.8	0
4_1_cts	46.8	0
3_3_place_gp	43.9	-0.705
2_1_floorplan	-	0
5_1_grt	46.8	0
3_5_place_dp	43.9	0
==> cell type report <==
cell class | count | area, um2 | area share [%]
sequential | 1024 | 30700 | 56.5
multi-input combinational | 1150 | 15400 | 28.3
timing repair buffer | 307 | 2920 | 5.37
clock buffer | 128 | 2780 | 5.10
tap | 1524 | 1910 | 3.50
clock inverter | 69 | 563 | 1.03
inverter | 25 | 96.3 | 0.177
antenna | 1 | 2.50 | 0.00460
==> what timing repair did <==
action                     4_1_cts  5_1_grt
setup endpoints to repair        0        1
gates resized                    0        1
hold endpoints to repair         0        0
==> power by group through the flow <==
stage	combinational, mW	sequential (mW)	clock [mW]
6_report	1.56	8.13	6.45
5_1_grt	1.64	8.14	6.81
4_1_cts	1.54	8.13	6.53
Power figures rest on the tool's default switching activity, not on a simulated workload.
