`design/flow/design.v`:
```
module alu(input  logic [31:0] SrcA, SrcB,
            input  logic [2:0]  ALUControl,
            output logic [31:0] Result,
            output logic        Zero);
  logic [31:0] condinvb, sum;
  logic        sub;
  assign sub = (ALUControl[1:0] == 2'b01);
  assign condinvb = sub ? ~SrcB : SrcB;  
  assign sum = SrcA + condinvb + sub;
  always_comb
    case (ALUControl)
      3'b000: Result = sum;           
      3'b001: Result = sum;           
      3'b010: Result = SrcA & SrcB;         
      3'b011: Result = SrcA | SrcB;         
      3'b101: Result = sum[31];       
      default: Result = 0;
  endcase
  assign Zero = (Result == 32'b0);
endmodule
```
`design/flow/config.mk`:
```
export PLATFORM = sky130hd
export DESIGN_NAME = alu
export DESIGN_NICKNAME = alu
export VERILOG_FILES = /design/flow/design.v
export SDC_FILE = /design/flow/constraint.sdc
export NUM_CORES = 4
export LEC_CHECK = 1
export CORE_UTILIZATION = 40
```
`design/flow/constraint.sdc`:
```
current_design alu

set clk_period 14.9
set clk_io_pct 0.2

create_clock -name clk0 -period $clk_period

set non_clock_inputs [all_inputs -no_clocks]
set_input_delay [expr $clk_period * $clk_io_pct] -clock clk0 $non_clock_inputs
set_output_delay [expr $clk_period * $clk_io_pct] -clock clk0 [all_outputs]
```
`design/flow/run.sh`:
```
#!/bin/bash
# OpenROAD 26Q1-2900-gdf79404cd8, Yosys 0.63+post, stock flow scripts
make -C /OpenROAD-flow-scripts/flow DESIGN_CONFIG=/design/flow/config.mk WORK_HOME=/design/flow/orfs finish
```
==> Slide: Implementation Results <==
Run Summary

Detailed routing
  – Wire per inst: 17.0 um
  – Vias/cell: 5.98
  – Via Count: 3,990
  – DRT Pass-1 Iters: 4
  – Antenna violation net count after detailed routing: 0
  – WL final: 11.4 mm
  – DRC viols: 0
  – Starting DRC count in detailed routing: 264
  – N_diodes: 0

Power and ir drop
  – VDD IR max: 0.0000189 V
  – Pleak: 1.68 nW
  – Power per cell area: 49.4 nW/um2
  – Total chip power: 0.212 mW

Worst setup path
  – Crit path max fanout: 38
  – WP data arrival: 8.70 ns
  – Worst Setup End Kind: primary output
  – Crit-path cells: clkdlybuf4s50_1 > buf_4 > nor2b_4 > buf_4 > xor2_1 > ha_1 > a21oi_1 > o21ai_1 > a31oi_1 > o211ai_1 > xnor2_1 > a221oi_1 > or4_4 > a2111oi_2 > nand4_1 > nor4b_2 > clkdlybuf4s50_1
  – Crit start category: primary input
  – Worst endpoint required time: 11.92 ns
  – Setup Crit Path Kind: in -> out
  – CP max stage cell: or4_4
  – Max incr delay on CP: 0.55 ns

Final layout
  – Layout cells sized above 1: 3.01%
  – Area growth syn-to-layout: 31.2%
  – Flip-flops: 0
  – Reg area: 0 um2
  – Filler instances: 759
  – Clock buffer cells: 0

Floorplan
  – Die height: 92.5 um
  – Row cnt: 32
  – Core box area: 7810 um2
  – Die area: 8560 um2
  – IO Pins: 100
  – DIE WIDTH: 92.5 um
  – Pre-Place Util: 42.0%

Synth
  – Post-synth area hogs: ha_1 (14%), a21oi_1 (8.5%), xor2_1 (8.5%)
  – Post-synth top area share: 14.1%
  – Top cells by instance count after synthesis: a21oi_1 (56), nand2_1 (49), o21ai_0 (42)
  – Post-synthesis sequential area ratio: 0%
  – Synth area leader: ha_1
  – Cell with the most instances after synthesis: a21oi_1
  – YS warnings: 1
  – # Cells Yosys: 492
  – Gate Count Post-Synth: 492
  – Complex Gates by Area: 38.1%
  – MUX area fraction: 2.48%
  – Dominant comb cell: AND-OR/OR-AND gates
  – Unique cell types: 65
  – Yosys adder share: 18.7%
  – Simple share: 24.5%
  – Yosys Chip Area: 3280 um2
  – Mean Syn Cell Area: 6.66 um2
  – Xor and xnor area share after synthesis: 11.0%
  – Mapped Area: 3280 um2

Timing
  – Fmax: 85.6 MHz
  – Least-Margin Pin Slew: 0.852 ns
  – Max Slew Vio Count: 0
  – RSZ-0062 raised after global routing: false
  – Relative slew margins: 42.5%
  – Fin worst setup slack: 3.22 ns
  – Period minus WS final: 11.68 ns
  – Fin crit share: 78.4%
  – Setup TNS: 0 ns
  – Final Hold Fails: 0
  – Final setup fails: 0

GRT
  – GR met1 Demand/Resource: 41.9%
  – Most crowded layer after global routing: met2
  – GRT Resource Usage Total: 27.6%
  – Largest net degree at the start of global routing: 39
  – GRT met2 Usage: 44.6%
  – Global-route congestion overflow total: 0
  – Vias in the first global route: 3,634
  – Met3 Track Usage GR: 1.42%
  – Antenna violations before repair: 0
  – First-pass GRT wire length: 18.7 mm

Run
  – OpenROAD warnings: 39
  – Max cap viols: 0

Placement
  – Placer Congestion: 0.946
  – Pre-CTS setup slack: 3.31 ns
  – Number of buffer cells added on primary ports: 100
  – Dpl hpwl: 9.00 mm

Clock tree
  – Hold Buf Count CTS: 0
  – # Post-CTS Setup Buffers: 0
  – Post-cts sizing count: 0

Status
  – Outcome: finished clean

Hold path
  – Hold WC Path Type: in -> out
worst paths after layout:
kind	depth (start not counted)	to	start	slack, ns
min	4	Result[27]	SrcB[27]	7.06
max	17	Zero	ALUControl[0]	3.22
critical path: cells and delay by family:
| kind | cells | cell delay, ns |
|---|---|---|
| adders and majority gates | 1 | 0.41 |
| xor gates and xnor gates | 2 | 0.34 |
| and+or+nand+nor | 4 | 1.26 |
| buffers and inverters | 4 | 1.80 |
| AOI/OAI and AO/OA | 6 | 1.83 |
cell usage in the layout (no fill, tap or decap), types with 8 or more instances in the layout:
cell type and n:
clkdlybuf4s50_1 100, a21oi_1 56, nand2_1 49, o21ai_0 42, ha_1 37, nor2_1 34, xor2_1 32, nand4_1 15
nor3_1 14, maj3_1 13, a21o_1 13, inv_1 9, a31oi_1 9, xnor2_1 9, nor2b_1 8, or3_1 8
nand3_1 8, o211ai_1 8
per-stage QoR:
step / utilization (%) / cells / area (um2) / hold WS, ns
after floorplan: - / 492 / 3280 / 5.98
after global placement: 55.1 / 667 / 4300 / 7.05
after detailed placement: 55.1 / 667 / 4300 / 7.05
after CTS: 55.1 / 667 / 4300 / 7.05
after global routing: 55.1 / 667 / 4300 / 7.12
final: 55.1 / 667 / 4300 / 7.06
cells by family after synthesis:
family,Yosys count
buffers and inverters,40
AND-OR/OR-AND,191
multiplexers,8
AND/OR/NAND/NOR,161
XOR/XNOR,41
adder cells (fa/ha/maj),51
layout make-up:
class	count	area [um2]	area share (%)
multi-input combinational	452	3110	72.3
tap	102	128	2.97
inverter	9	33.8	0.785
timing repair buffer	104	1030	24.0
power breakdown:
part / internal (mW) / total (mW) / switching [mW]
logic: 0.0999 / 0.212 / 0.113
clock network: 0 / 0 / 0
registers: 0 / 0 / 0
routing by layer:
layer  wire (um)  vias up
li1            -     2031
met1        5580     1824
met2        5040      127
met3         684        8
met4          61        0
met5           0        -
Power and IR drop assume default switching activity.
